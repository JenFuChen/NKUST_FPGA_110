File: flow/config.mk
export PLATFORM = sky130hd
export DESIGN_NAME = HW
export DESIGN_NICKNAME = HW
export VERILOG_FILES = /design/flow/design.v
export SDC_FILE = /design/flow/constraint.sdc
export NUM_CORES = 4
export LEC_CHECK = 1
export CORE_UTILIZATION = 50
File: flow/constraint.sdc
current_design HW

set clk_period 11.7
set clk_io_pct 0.2

create_clock -name clk0 -period $clk_period [get_ports {clk}]

set non_clock_inputs [all_inputs -no_clocks]
set_input_delay [expr $clk_period * $clk_io_pct] -clock clk0 $non_clock_inputs
set_output_delay [expr $clk_period * $clk_io_pct] -clock clk0 [all_outputs]
File: flow/design.v
module HW(clk, rst, do0, do1, do2, count, di0, mo);
    input clk ;
    input rst ;
    localparam  dSize = 10;
    wire [dSize-1:0] m1[0:8];
    wire [dSize-1:0] m2[0:8];
    wire [dSize-1:0] a1[0:8];
    wire [dSize-1:0] a2[0:8];
    output [dSize*3*3-1:0] mo ;
    output [dSize*3-1:0] di0 ;
    output reg [6:0] count = 0;
    always @(posedge clk, posedge rst) begin
        if (rst)
            count <= 0;
        else if (count == 10)
            count <= 0;
        else
            count = count + 6'd1;
    end
    output [dSize-1:0] do0;
    output [dSize-1:0] do1;
    output [dSize-1:0] do2;
    reg [dSize-1:0] d0[0:2];
    reg [dSize-1:0] d1[0:2];
    reg [dSize-1:0] d2[0:2];
    assign di0 = { d0[2],d0[1],d0[0] };
    matrix #(.lSize(3), .dSize(dSize)) ma0(clk, rst, { d0[0],d0[1],d0[2] }, do0, mo);
    matrix #(.lSize(3), .dSize(dSize)) ma1(clk, rst, { d1[0],d1[1],d1[2] }, do1);
    matrix #(.lSize(3), .dSize(dSize)) ma2(clk, rst, { d2[0],d2[1],d2[2] }, do2);
    wire [6:0] data[0:50];
    generate
        genvar  i6 ;
        for ( i6 = 0; i6 < 50 ; i6 = i6 + 1) begin :rom
            assign data[i6] = i6+1;
        end
    endgenerate
    always @(posedge clk, posedge rst) begin
        if (rst) begin
            d0[0] <= 0;
            d0[1] <= 0;
            d0[2] <= 0;
            d1[0] <= 0;
            d1[1] <= 0;
            d1[2] <= 0;
            d2[0] <= 0;
            d2[1] <= 0;
            d2[2] <= 0;
        end else     begin
            d0[0] <= data[count     ];
            d0[1] <= data[count + 10];
            d0[2] <= data[count + 20];
            d1[0] <= data[count + 10];
            d1[1] <= data[count + 20];
            d1[2] <= data[count + 30];
            d2[0] <= data[count + 20];
            d2[1] <= data[count + 30];
            d2[2] <= data[count + 40];
        end
    end
endmodule
module matrix  ( clk, rst, ds, dOut, mo);
    parameter lSize = 3;
    parameter dSize = 3;
    input clk;
    input rst;
    input [0:dSize*lSize-1] ds;
    output [dSize-1:0] dOut ;
    reg [dSize-1:0] m[0:(lSize*lSize)-1];
    wire [dSize-1:0] a[0:(lSize*lSize)-1];
    output [dSize*lSize*lSize-1:0] mo ;
    assign mo = {m[8], m[7], m[6], m[5], m[4], m[3], m[2],m[1], m[0]};
    unit #(.dSize(dSize), .h(10'd4)) u0(m[0], 10'd0,a[0]);
    unit #(.dSize(dSize), .h(10'd4)) u1(m[1], a[0] ,a[1]);
    unit #(.dSize(dSize), .h(10'd4)) u2(m[2], a[1] ,a[2]);
    unit #(.dSize(dSize), .h(10'd3)) u3(m[3], a[2] ,a[3]);
    unit #(.dSize(dSize), .h(10'd3)) u4(m[4], a[3] ,a[4]);
    unit #(.dSize(dSize), .h(10'd3)) u5(m[5], a[4] ,a[5]);
    unit #(.dSize(dSize), .h(10'd2)) u6(m[6], a[5] ,a[6]);
    unit #(.dSize(dSize), .h(10'd2)) u7(m[7], a[6] ,a[7]);
    unit #(.dSize(dSize), .h(10'd2)) u8(m[8], a[7] ,a[8]);
    wire [dSize-1:0] d[0:lSize-1];
    generate
        genvar  i0 ;
        for ( i0 = 0; i0 < lSize; i0 = i0 + 1) begin :N
            assign d[i0] = ds[dSize*i0 : dSize*(i0+1)-1];
        end
    endgenerate
    always @(posedge clk, posedge rst) begin
        if (rst) begin
            integer i2;
            for ( i2 = 0; i2 < (lSize*lSize) ; i2 = i2 + 1)
                m[i2] <= 0;
        end else begin
            integer i4;
            integer i3;
            for ( i3 = 0; i3 < lSize ; i3 = i3 + 1)
            m[i3] <= d[i3];
            for ( i4 = lSize; i4 < (lSize*lSize) ; i4 = i4 + 1)
            m[i4] <= m[i4-lSize];
        end
    end
    assign dOut = a[(lSize*lSize)-1];
endmodule
module unit (dIn, aIn, aOut);
    parameter dSize = 3;
    parameter h = 1;
    input [dSize-1 :0] dIn;
    input [dSize-1 :0] aIn;
    output [dSize-1 :0] aOut;
    wire [dSize-1:0] snap;
    assign snap = dIn * h;
    assign aOut = aIn + snap;
endmodule
File: flow/run.sh
#!/bin/bash
# OpenROAD 26Q1-2900-gdf79404cd8, Yosys 0.63+post, stock flow scripts
make -C /OpenROAD-flow-scripts/flow DESIGN_CONFIG=/design/flow/config.mk WORK_HOME=/design/flow/orfs finish
==> impl_metrics.ini <==
; physical design summary
[cts]
cts_root_buffer = clkbuf_16
cts_hold_buf = 0
cts_resized = 0
cts.clk_slew.worst_paths_ns = 0.06
maximum_root_to_sink_buffer_count = 2
post-cts-setup-buffer-count = 0
clkLatencyLatePin_ns = 0.41
numCtsBuffers = 17
cts_htree_levels = 4
numClockSinks = 127
cts_tree = yes

[logic_synthesis]
synth_cell_type_count = 65
netlist_area_before_placement_sq_um = 10100
prevailing_post_synth_register_cell = dfrtp_1
yosys.stat.seqShare_pct = 31.4
synth-async-reset-ratio_pct = 100
yosys-stat-area_sq_um = 10100
yosys_stat_cell_total = 917
synthesized_area_divided_by_synthesized_cell_count_sq_um = 11.0
enable_flop_cells = 0
synthesis.yosys.warnings = 14
synth_register_bits = 127
netlist_instances = 917

[sta]
maxSlewHeadroom_pct = 42.8
timing.final.hold_violations = 0
max_freq_ghz = 0.117
slew_violations = 0
worst_slack_ns = 3.17
finClkSkew_ns = 0.00922
post-route-period-util_pct = 72.9
grt_setup_unrepaired = no
fin_crit_ns = 8.53
setup_viol = 0
final.setup.tns_ns = 0
worst_margin_pin_slew_ns = 0.858

[flow_run]
stage_log_warnings = 39
drv.max_cap_violation_count = 0

[min_path]
worst_hold_path.num_cells = 0
worstHoldEndpoint = ma1.m[2][1]
min_from = d1[2][1]
min_path_type = reg -> reg

[setup_path]
r2r_cells = 8
worstSetupStartpointType = flop
rr_endpoint = d0[2][1]
critical_path.reg2reg.startpoint = count[4]
r2r_setup_slack_ns = 8.72
critical_path.endpoint_type = output port
crit_arrival_ns = 6.19
critPathKind = reg -> out
startpoint = ma2.m[3][1]
critPathRequiredTime_ns = 9.36
worstPathMaxFanout = 5

[floorplanning]
floorplanUtilization_pct = 51.4
floorplan.core_area_sq_um = 19700
dieWidth_um = 144
ios = 159
row_count = 51
die_area_sq_um = 20800
y_dimension_of_the_die_um = 144

[finish]
layout_stage_area_growth_over_the_synthesis_result_pct = 17.5
ratio_of_cells_with_drive_above_1_in_the_final_layout_pct = 6.34
final_cell_area_sq_um = 11900
fillCellCount = 1673

[global_route]
initial_antenna_violation_count = 1
grt_max_degree = 48
globalRouteOverflowTotal = 0
via_count_of_the_first_global_routing_pass = 6546
grtUsageTotal_pct = 24.1
wire_length_of_the_first_global_routing_pass_um = 34900

[routing]
drt.antenna.violating_nets = 0
postRouteWirelength_um = 21600
routed_via_density = 4.92
detailedRoute.firstPassIterationCount = 5
detail_route.antenna_diodes = 0
routedWlPerCell_um = 16.6
drc = 0
num_vias = 6422
detailedRoute.firstIterationViolations = 232

[placement]
post_dp_cell_area_sq_um = 11200
placement.setup.worst_slack_ns = 3.60
portBuffers = 110
hpwlAfterDp_um = 17400
gpl.final_weighted_congestion = 0.900

[power]
power_density_nw_per_um2 = 85.8
leakage_uw = 0.00573
worst_ir_drop_vdd_uv = 101

[status]
status = complete, no violations
==> critical path: stages, from the launching register on <==
cell	delay, ns
dfrtp_1	0.43
ha_1	0.25
fa_1	0.42
a21o_1	0.20
a21o_1	0.20
xnor2_1	0.41
fa_1	0.53
fa_1	0.51
fa_1	0.51
fa_1	0.60
inv_1	0.06
ha_1	0.28
a21o_1	0.18
a21oi_1	0.22
o21bai_1	0.09
a21oi_1	0.23
xnor2_1	0.14
clkdlybuf4s50_1	0.52
==> state kept, by name, indices dropped and copies added (netlist names) <==
signal and count:
ma1.m 36, d2 6, d1 6, ma0.m 18, count 7, ma2.m 36, d0 18
==> worst max-delay path by stage <==
stage / end / depth (start not counted)
after global routing: do2[9] / 19
final: do1[9] / 17
after CTS: do1[9] / 17
==> logic make-up after synthesis <==
kind of cell	after synthesis	share of synthesized area, %
AND/OR/NAND/NOR	109	5.31
XOR/XNOR	66	6.09
AND-OR/OR-AND	167	10.8
flip-flops	127	31.4
adder cells (fa/ha/maj)	200	34.5
multiplexers	1	0.111
buffers and inverters	246	11.7
other	1	0.0371
==> layout make-up <==
cell class | count | area (sq um) | share of cell area (%)
sequential | 127 | 3180 | 26.8
clock inverter | 12 | 183 | 1.54
inverter | 175 | 659 | 5.55
timing repair buffer | 116 | 1150 | 9.65
multi-input combinational | 591 | 5930 | 49.9
tap | 265 | 332 | 2.79
clock buffer | 20 | 457 | 3.84
==> synth_stat cells, types with 2 or more instances <==
library cell  count  area (sq um)
nor2_1           36           135
nor2b_1           3          18.8
buf_6             7          78.8
o21bai_1         11          82.6
buf_4            51           383
o211ai_1          2          15.0
dfrtp_1         127          3180
nor3_1            5          25.0
fa_1            131          2620
a211oi_1          2          15.0
a21oi_1          62           310
o32ai_2           2          32.5
o21ai_0          23           115
xnor2_1          45           394
inv_1           174           653
o32ai_1           5          43.8
buf_1             2          7.51
nor4_1            2          12.5
ha_1             69           863
o22ai_1           6          37.5
a31oi_1           4          25.0
clkbuf_1          5          18.8
nand4_1           2          12.5
xnor2_2           5          81.3
nand3_1           8          40.0
buf_2             5          25.0
a21oi_2           4          35.0
nand2b_1          4          25.0
a2bb2oi_1         2          17.5
nor3b_1           2          15.0
o21a_1            2          15.0
xor2_1           16           140
nand2_1          32           120
a22oi_1           2          15.0
o31ai_1           3          22.5
a21o_1           24           180
and2_1            4          25.0
==> where the power goes <==
part / leakage [uW] / internal [uW] / switching [uW]
logic: 0.00390 / 0.792 / 9.01
registers: 0.00153 / 439 / 0
clock network: 0.000303 / 369 / 202
==> layout by cell type (no fill, tap or decap), types with 3 or more instances in the layout <==
cell / count
clkbuf_16: 17
o31ai_1: 3
xor2_1: 16
buf_4: 6
xnor2_1: 45
clkinv_4: 3
nand3_1: 8
a31oi_1: 4
fa_1: 131
dfrtp_1: 127
nor2b_1: 3
o32ai_1: 5
ha_1: 69
nor2_1: 36
conb_1: 48
clkdlybuf4s50_1: 110
clkinvlp_4: 3
inv_1: 173
nand2b_1: 4
and2_1: 4
o21bai_1: 11
a21oi_2: 4
a21o_1: 24
nand2_1: 32
a21oi_1: 62
xnor2_2: 5
nor3_1: 5
o21ai_0: 23
bufinv_16: 4
o22ai_1: 6
==> through the flow <==
| stage | instances | utilization, % | power [uW] | hold slack, ns |
|---|---|---|---|---|
| floorplan | 964 | - | 465 | 0.331 |
| global placement | 1274 | 57.2 | 458 | 0.333 |
| detailed placement | 1274 | 57.2 | 458 | 0.335 |
| CTS | 1306 | 60.4 | 1030 | 0.343 |
| global route | 1306 | 60.4 | 1060 | 0.350 |
| finish | 1306 | 60.4 | 1020 | 0.343 |
==> metal layers <==
layer | track usage, % | wire length, um
met5 | 0 | 0
met4 | 3.66 | 339
met3 | 5.70 | 1460
met2 | 39.9 | 11100
met1 | 34.7 | 8690
Power figures rest on the tool's default switching activity, not on a simulated workload.
