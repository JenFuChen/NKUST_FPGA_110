<file path="/design/flow/config.mk">
export PLATFORM = sky130hd
export DESIGN_NAME = HW6
export DESIGN_NICKNAME = HW6
export VERILOG_FILES = /design/flow/design.v
export SDC_FILE = /design/flow/constraint.sdc
export NUM_CORES = 4
export LEC_CHECK = 1
export CORE_AREA = 10 10 82 82
export DIE_AREA = 0 0 92 92
</file>
<file path="/design/flow/constraint.sdc">
current_design HW6

set clk_period 2.4
set clk_io_pct 0.2

create_clock -name clk0 -period $clk_period [get_ports {CLK}]

set non_clock_inputs [all_inputs -no_clocks]
set_input_delay [expr $clk_period * $clk_io_pct] -clock clk0 $non_clock_inputs
set_output_delay [expr $clk_period * $clk_io_pct] -clock clk0 [all_outputs]
</file>
<file path="/design/flow/run.sh">
#!/bin/bash
# OpenROAD 26Q1-2900-gdf79404cd8, Yosys 0.63+post, stock flow scripts
make -C /OpenROAD-flow-scripts/flow DESIGN_CONFIG=/design/flow/config.mk WORK_HOME=/design/flow/orfs finish
</file>
<file path="/design/flow/design.v">
module HW6(addr,CLK,res,data);
input CLK,res;
output [3:0] addr;
output [3:0] data;
reg[3:0]data;
reg [3:0] data1;
reg [3:0] addr;
reg [3:0]sum[15:0];
integer i;
always@(posedge CLK) 
begin
	if(res) 
	addr<=4'h0;
	else
	addr<=addr+1;
	sum[15]<=data1;
	for(i=0;i<15;i=i+1)begin 
	 data = sum[i+1]+data1;
	end
end
always @(addr) 
begin
	case ( addr )
	4'd0 : data1 = 4'h6 ;
	4'd1 : data1 = 4'h7 ;
	4'd2 : data1 = 4'h8 ;
	4'd3 : data1 = 4'h5 ;
	4'd4 : data1 = 4'h9 ;
	4'd5 : data1 = 4'h7 ;
	4'd6 : data1 = 4'h2 ;
	4'd7 : data1 = 4'h3 ;
	default: data1 = 4'h0;
	endcase
end
endmodule
</file>
==> deck_impl_summary.md <==
Implementation Results

Routing
  • Router iterations before antenna repair: 3
  • Total wire length: roughly 910 um
  • Via/cell ratio: 2.67
  • Met2 wire length: 296 um
  • Metal3 WL: 132 um
  • DRC Markers: 0
  • Via count: 361
  • N_diodes: 0
  • Antenna viol nets, final: 0
  • Routed length per instance: about 6.8 um
  • Met1 WL: 470 um
  • Top routing layer in use: met4
  • Number of DRC markers in iteration 0: 21

Worst setup path
  • Buf+Inv Stages, Crit Path: 1
  • Critical path class: reg -> out
  • Cell Chain, Critical Path: clkdlybuf4s50_1
  • CP required: 1920 ps
  • Worst path max stage delay: 520 ps
  • Crit path max fanout: 7
  • Slowest CP cell: clkdlybuf4s50_1
  • Data arrival, critical path: 1200 ps
  • Top delay family on crit path: buffers and inverters
  • Startpoint types: flip-flop
  • Crit end category: primary output

Synthesis
  • Post-synth EDFFs: 0
  • Syn Inst Count: 53
  • Avg Cell Area, Syn: 11.3 sq um
  • Yosys reg bits: 16
  • Post-synth area from yosys stat: 597 sq um
  • Async SR Flop Fraction: 0%
  • Top cells by area: dfxtp_1, ha_1, xnor2_1
  • Top cell type by instance count after synthesis: dfxtp_1
  • Netlist cell types: 20
  • Area fraction of the dominant cell type after synthesis: 53.7%
  • Synth warn: 2
  • Register area share after synthesis: 53.7%
  • Synth top cells by count: dfxtp_1, ha_1, inv_1, nor2b_1, xnor2_1
  • Area leader, netlist: dfxtp_1
  • Post-synth top flop: dfxtp_1
  • Mapped Area: between 500 and 600 sq um
  • Ys cells: 53

STA
  • Max_slew headroom: 79.4%
  • Final tally of setup violations: 0
  • Fmax: 595 MHz
  • Unrepaired setup endpoints after global routing: false
  • Tightest Pin Transition: 308 ps
  • Tmin final: roughly 1700 ps
  • Fin. Hold Viols: 0
  • Final worst slack: 720 ps
  • Fin Setup TNS: 0 ps
  • Slew Limit Fails: 0
  • Max Clock Skew: 0.828 ps
  • Cycle use final: 70.0%

GRT
  • First-pass GRT wire length: 1640 um
  • Initial antenna violation count: 0
  • Vias in the first global route: 353
  • Pin count of the biggest net entering global routing: 10
  • GRT Residual Overflow: 0
  • All-Layer GR Usage: roughly 2.4%

Die
  • I/O pins: 10
  • # rows: 26
  • Die area: 0.00846 sq mm
  • Core area: 0.00507 sq mm
  • Die y size: 92 um
  • Die width: 92 um
  • Core Util at FP: 11.8%

Run
  • Max-cap viol count: 0
  • Tool Warnings: 25

Clock tree
  • # H-tree levels: 1
  • Clock Tree Root: clkbuf_8
  • Bufs on Longest Clock Path: 2
  • CTS tree: yes
  • Clk latency late pin: ~240 ps
  • CTS Buf Count: 3
  • Post-CTS Setup Bufs: 0
  • Post-CTS Resized: 0
  • # hold bufs at CTS: 0
  • Clock sink total: 16
  • Clock slew at reported path FFs: roughly 60 ps

Power and ir drop
  • Sw frac: 21.3%
  • Sequential Power Share: between 40% and 50%
  • Max rail drop VDD: 0.314 mV
  • Power Density: 821 mW/mm^2
  • Leak pwr: approximately 0.33 nW
  • Clk pwr share: between 30% and 40%
  • Power share of the combinational group: 18.7%
  • Net Sw Power: 0.144 mW
  • Internal power: roughly 0.53 mW

Layout
  • Finished Core Util: 16.3%
  • Share of cells above drive strength 1: a little over 9%
  • Area growth, synth to finish: 38.4%
  • FILL cells: 589

Outcome
  • Status: finished clean

Placement
  • Final GP Congestion: 0.752
  • Pre-CTS WS: 834 ps
  • IO Port Bufs: 9
  • Detail Placement HPWL: 684 um

Hold path
  • Worst hold path class: reg -> reg
==> final timing paths <==
path / start / to / slack [ps] / cells after the start
worst max-delay path: addr[0] / addr[0] / 720 / 1
worst min-delay path: sum[15][0] / data[0] / 450 / 1
worst max register to register: addr[3] / data[3] / 900 / 6
worst min register to register: sum[15][0] / data[0] / 450 / 1
==> cell usage in the layout, fill, tap and decap left out, drive strengths merged <==
cell type       n
o21ai           1
nor3            1
nand2b          1
nor2b           4
inv             4
a21o            3
nand2           2
nor2            3
or2             1
fa              1
a21oi           1
dfxtp          16
nand3b          1
clkdlybuf4s50   9
xnor2           4
nor3b           1
ha              4
clkbuf          4
xor2            3
nand3           1
==> cell families after synthesis <==
kind of cell	share of synthesized area (%)
adders and majority gates	11.7
DFF	53.7
buffers and inverters	3.14
xor gates and xnor gates	11.5
AOI/OAI and AO/OA	5.45
and+or+nand+nor	14.5
==> area by class of cell <==
class                           instances  area, sq um  share of cell area, %
Timing Repair Buffer                    9         90.1                   10.9
Multi-Input combinational cell         32          258                   31.2
Clock buffer                            4         55.1                   6.67
Inverter                                4         15.0                   1.82
Sequential cell                        16          320                   38.8
Tap cell                               70         87.6                   10.6
==> power groups by stage <==
stage | clock (mW) | combinational, mW | sequential, mW
final | 0.231 | 0.127 | 0.320
after CTS | 0.239 | 0.131 | 0.320
after global routing | 0.252 | 0.148 | 0.324
==> metrics by stage <==
step	instances	total power [mW]	hold slack, ps	cell area (sq um)
after floorplan	53	0.388	420	597
after global placement	131	0.454	437	771
after detailed placement	131	0.454	431	771
after CTS	135	0.690	452	826
after global routing	135	0.724	468	826
final	135	0.678	445	826
==> routing by layer <==
layer  vias up  global-route usage [%]
met5         -                       0
met4         0                   0.257
met3         2                    2.14
met2        11                    2.65
met1       159                    3.30
li1        189                       -
Power and IR drop assume default switching activity.
