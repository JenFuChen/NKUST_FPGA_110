$ cat flow/design.v
module HW4(CLK,up,count,RST,a,L);
input CLK,up,RST,L ;
input [3:0]a;
output [3:0] count;
reg [3:0] count;
always@(posedge CLK)
begin
	if(!RST) 
	begin
		if(L)
			count=a;
		else
		begin
			if(!up)	 
			begin
				if(count == 4'b0000)
					count <= 4'b1111;
				else
					count<=count- 1;
			end
			else 		 
			begin
				if(count == 4'b1111)
					count <= 4'b0000;
				else
					count<=count+ 1;
			end
		end
	end
	else
		begin
			if(up == 1)
				count <= 4'b0000;
			else
				count <= 4'b1111;
		end
end
endmodule
$ cat flow/run.sh
#!/bin/bash
# OpenROAD 26Q1-2900-gdf79404cd8, Yosys 0.63+post, stock flow scripts
make -C /OpenROAD-flow-scripts/flow DESIGN_CONFIG=/design/flow/config.mk WORK_HOME=/design/flow/orfs finish
$ cat flow/config.mk
export PLATFORM = sky130hd
export DESIGN_NAME = HW4
export DESIGN_NICKNAME = HW4
export VERILOG_FILES = /design/flow/design.v
export SDC_FILE = /design/flow/constraint.sdc
export NUM_CORES = 4
export LEC_CHECK = 1
export CORE_AREA = 10 10 70 70
export DIE_AREA = 0 0 80 80
$ cat flow/constraint.sdc
current_design HW4

set clk_period 2.6
set clk_io_pct 0.2

create_clock -name clk0 -period $clk_period [get_ports {CLK}]

set non_clock_inputs [all_inputs -no_clocks]
set_input_delay [expr $clk_period * $clk_io_pct] -clock clk0 $non_clock_inputs
set_output_delay [expr $clk_period * $clk_io_pct] -clock clk0 [all_outputs]
==> impl_metrics.json <==
{
  "htree_levels": 1,
  "ys_area_um2": 325,
  "slowest_stage": "clkdlybuf4s50_1",
  "fin_hold_ws_ps": 595,
  "min_period_ps": 1740,
  "grt_pass1_vias": 359,
  "setup_viol": 0,
  "grt_antenna_before_repair": 0,
  "crit_path_max_incr_delay_ps": 530,
  "clk_pin_slew_worst_paths_ps": 40,
  "path_buffers": 1,
  "wirelength_um": 903,
  "insertion_delay_ps": 240,
  "ctsHoldBuffers": 0,
  "start_kind": "flip-flop",
  "synth.distinct_cells": 22,
  "cp.arrival_ps": 1220,
  "clock-sinks": 4,
  "first_iter_violations": 9,
  "num_vias": 350,
  "ys_seq_share": 0.246,
  "worstPathRequired_ps": 2080,
  "diodes": 0,
  "fp_util": 0.0952,
  "grt_use_total": 0.0322,
  "grt_max_degree": 11,
  "post-cts-setup-buffers": 0,
  "reg.largest.list": "count: 4 flops",
  "final_cells": 101,
  "largest_reg_flops": 4,
  "final.period_utilization": 0.670,
  "dp.cells": 98,
  "status": "finished, final reports clean",
  "finClkSkew_ps": 5.74,
  "fillers": 408,
  "numPortBuffers": 11,
  "place_area_um2": 465,
  "synth_area_per_cell_um2": 7.39,
  "design_area_um2": 488,
  "min_path_type": "reg2reg",
  "cts_buffers": 3,
  "cts_resized": 0,
  "cts_buffer_depth": 2,
  "die_area_um2": 6400,
  "ioPinCount": 12,
  "vias_per_cell": 3.47,
  "wl_per_cell_um": 8.94,
  "p_leak_nw": 0.184,
  "grt-ovfl-total": 0,
  "postRouteAntennaNets": 0,
  "utilization": 0.143,
  "tritoncts": "built",
  "hpwl_um": 729,
  "die_h_um": 80,
  "synthesis.area_um2": 325,
  "worstSetupEndpointType": "output pin",
  "core_um2": 3420,
  "ir_drop_v": 0.000256,
  "worstMarginPinSlew_ps": 306,
  "ys_warn_count": 1,
  "gp_congestion": 0.795,
  "fin_setup_tns_ps": 0,
  "rsz0062_at_grt": "false",
  "slew_headroom": 0.796,
  "ys_cells": 44,
  "grt_pass1_wl_mm": 1.67,
  "clock.fmax_ghz": 0.574,
  "drtPass1Iterations": 4,
  "critical_path.cell_chain": "clkdlybuf4s50_1",
  "area_growth_pct": 50.0,
  "rows": 21,
  "slew_viol_final": 0,
  "warnings": 26,
  "final_cell_mix": "11 x clkdlybuf4s50_1, 7 x a21oi_1, 6 x nor2_1",
  "syn-instance-count": 44,
  "drive_gt1_frac": 0.0545,
  "crit_fanout": 8,
  "largest_register": "count",
  "criticalPathCategory": "reg2out",
  "powerDensity_nw_per_um2": 478,
  "path_delay_family": "buffers and inverters",
  "drc": 0,
  "hold_violations": 0,
  "lay_top_count": "clkdlybuf4s50_1",
  "die_x_um": 80,
  "numSynthFlops": 4,
  "maxCapViolCount": 0,
  "root_buffer": "clkbuf_4"
}
final timing paths:
path                            depth (start not counted)                to             start  slack (ps)
worst max register to register                          6  count[0]$_DFF_P_  count[0]$_DFF_P_        1140
worst min-delay path                                    3  count[0]$_DFF_P_  count[2]$_DFF_P_         590
worst min register to register                          3  count[0]$_DFF_P_  count[2]$_DFF_P_         590
worst max-delay path                                    1          count[0]  count[0]$_DFF_P_         860
through the flow:
stage | worst slack (ps) | total power [W]
CTS | 832 | 0.000237
global placement | 774 | 0.000156
finish | 858 | 0.000233
detailed placement | 735 | 0.000157
global route | 787 | 0.000259
floorplan | 1330 | 0.000123
synthesized netlist by cell type:
master    n  area share
dfxtp_1   4        0.25
o21ai_1   1       0.015
buf_6     2       0.069
nand2_1   2       0.023
o21ai_0   3       0.046
a21oi_1   7        0.11
mux2i_1   1       0.031
xnor2_1   1       0.027
nor2b_1   1       0.019
a21boi_1  1       0.023
nor4_1    1       0.019
a31oi_1   1       0.019
ha_1      2       0.077
buf_2     1       0.015
o22ai_1   1       0.019
and3b_1   1       0.027
inv_1     3       0.035
nor4b_1   1       0.027
nor2_1    6       0.069
or3b_1    1       0.027
a211o_1   1       0.027
nand3_1   2       0.031
cells by family after synthesis:
family	after synthesis	synth area share
xor gates and xnor gates	1	0.0269
and+or+nand+nor	15	0.242
muxes	1	0.0308
AOI/OAI and AO/OA	15	0.258
buffers and inverters	6	0.119
DFF	4	0.246
adders and majority gates	2	0.0769
final cells by class:
cell class,instances,area (µm²),share of cell area
multi-input cells,34,206,0.423
flip-flops and latches,4,80.1,0.164
clock buffers,3,22.5,0.0462
well taps,46,57.6,0.118
inverters,3,11.3,0.0231
repair buffers,11,110,0.226
report_power, final:
| group | leakage, nW | internal [W] | switching [W] |
|---|---|---|---|
| clock | 0.0138 | 0.0000516 | 0.0000259 |
| sequential | 0.0337 | 0.0000696 | 0.0000135 |
| combinational | 0.137 | 0.0000433 | 0.0000291 |
metal layers:
metal / GRT usage / part of all wire / up-vias
li1: - / - / 178
met1: 0.0431 / 0.51 / 150
met2: 0.0425 / 0.36 / 20
met3: 0.0193 / 0.11 / 2
met4: 0.00704 / 0.023 / 0
met5: 0 / 0 / -
Power and IR drop assume default switching activity.
